$ cat flow/design.v
`default_nettype none
module j11mem(
	input wire clk,
	input wire memreq,
	input wire memwr,
	input wire [21:0] memaddr,
	input wire [15:0] memwdata,
	input wire [1:0] memwstrb,
	output reg memack,
	output reg [15:0] memrdata,
	output reg memerr,
	output reg dmemreq,
	output wire dmemwr,
	output reg [21:0] dmemaddr,
	output wire [15:0] dmemwdata,
	output wire [1:0] dmemwstrb,
	input wire dmemack,
	input wire [15:0] dmemrdata,
	input wire dmemerr,
	input wire rldmareq,
	input wire rldmawr,
	input wire [17:0] rldmaaddr,
	input wire [15:0] rldmawdata,
	output reg rldmaack,
	output reg [15:0] rldmardata,
	output reg rldmaerr,
	output reg uartreq,
	output reg [2:0] uartaddr,
	output wire uartwr,
	output wire [15:0] uartwdata,
	input wire uartack,
	input wire [15:0] uartrdata,
	output reg rlreq,
	output reg [2:0] rladdr,
	output wire rlwr,
	output wire [15:0] rlwdata,
	input wire rlack,
	input wire [15:0] rlrdata,
	output reg kwreq,
	output wire kwwr,
	output wire [15:0] kwwdata,
	input wire kwack,
	input wire [15:0] kwrdata,
	input wire mapen	
);
	localparam IDLE = 0;
	localparam CPU = 1;
	localparam RL = 2;
	reg unireq, unimap, uniack, uniwr, unierr;
	reg [15:0] uniwdata;
	reg [21:0] uniaddr;
	reg [15:0] unirdata;
	reg [1:0] uniwstrb;
	reg mempend, rlpend;
	reg [1:0] state;
	initial state = IDLE;
	always @(posedge clk) begin
		if(memreq) mempend <= 1'b1;
		if(rldmareq) rlpend <= 1'b1;
		unireq <= 1'b0;
		memack <= 1'b0;
		rldmaack <= 1'b0;
		case(state)
		IDLE:
			if(memreq || mempend) begin
				unireq <= 1'b1;
				uniaddr <= memaddr;
				unimap <= memaddr >= 22'o17000000;
				uniwdata <= memwdata;
				uniwr <= memwr;
				uniwstrb <= memwstrb;
				mempend <= 1'b0;
				state <= CPU;
			end else if(rldmareq || rlpend) begin
				unireq <= 1'b1;
				uniaddr <= {4'bx, rldmaaddr};
				uniwdata <= rldmawdata;
				uniwr <= rldmawr;
				unimap <= 1'b1;
				uniwstrb <= 2'b11;
				rlpend <= 1'b0;
				state <= RL;
			end
		CPU:
			if(uniack) begin
				memack <= 1'b1;
				memrdata <= unirdata;
				memerr <= unierr;
				state <= IDLE;
			end
		RL:
			if(uniack) begin
				rldmaack <= 1'b1;
				rldmardata <= unirdata;
				rldmaerr <= unierr;
				state <= IDLE;
			end
		endcase
	end
	reg [21:0] unibase[0:31];
	initial begin : init
		integer i;
		for(i = 0; i < 32; i = i + 1)
			unibase[i] = i << 13;
	end
	reg [21:0] unimapped;
	always @* begin
		if(!unimap)
			unimapped = uniaddr;
		else if(&uniaddr[17:13])
			unimapped = {9'b111111111, uniaddr[12:0]};
		else if(mapen)
			unimapped = unibase[uniaddr[17:13]] + uniaddr[12:0];
		else
			unimapped = {4'b0, uniaddr[17:0]};
	end
	assign dmemwr = uniwr;
	assign dmemwdata = uniwdata;
	assign dmemwstrb = uniwstrb;
	assign uartwr = uniwr;
	assign uartwdata = uniwdata;
	assign rlwr = uniwr;
	assign rlwdata = uniwdata;
	assign kwwr = uniwr;
	assign kwwdata = uniwdata;
	reg mapreq, mapack;
	reg [6:0] mapaddr;
	reg [15:0] maprdata;
	always @(posedge clk) begin
		dmemreq <= 1'b0;
		mapreq <= 1'b0;
		uartreq <= 1'b0;
		rlreq <= 1'b0;
		uniack <= 1'b0;
		kwreq <= 1'b0;
		if(unireq) begin
			unierr <= 1'b0;
			if(!(&unimapped[21:13])) begin
				dmemreq <= 1'b1;
				dmemaddr <= unimapped;
			end else
				casez(unimapped[12:0])
				13'b1_111_111_100_zzz: begin
					uniack <= 1'b1;
					unirdata <= 0;
				end
				13'b1_000_01z_zzz_zzz: begin
					mapreq <= 1'b1;
					mapaddr <= unimapped;
				end
				13'b1_111_101_110_zzz: begin
					uartreq <= 1'b1;
					uartaddr <= unimapped;
				end
				13'b1_100_100_000_zzz: begin
					rlreq <= 1'b1;
					rladdr <= unimapped;
				end
				13'b1_111_101_100_110:
					kwreq <= 1'b1;
				default: begin
					uniack <= 1'b1;
					unierr <= 1'b1;
				end
				endcase
		end
		if(dmemack) begin
			uniack <= 1'b1;
			unirdata <= dmemrdata;
			unierr <= dmemerr;
		end
		if(uartack) begin
			uniack <= 1'b1;
			unirdata <= uartrdata;
		end
		if(rlack) begin
			uniack <= 1'b1;
			unirdata <= rlrdata;
		end
		if(mapack) begin
			uniack <= 1'b1;
			unirdata <= maprdata;
		end
		if(kwack) begin
			uniack <= 1'b1;
			unirdata <= kwrdata;
		end
	end
	always @(posedge clk) begin
		mapack <= 1'b0;
		if(mapreq) begin
			mapack <= 1'b1;
			if(uniwr)
				if(mapaddr[1])
					unibase[mapaddr[6:2]][22:16] <= uniwdata;
				else
					unibase[mapaddr[6:2]][15:0] <= uniwdata & ~1;
			else
				if(mapaddr[1])
					maprdata <= unibase[mapaddr[6:2]][21:16];
				else
					maprdata <= unibase[mapaddr[6:2]][15:0];
		end
	end
endmodule
$ cat flow/run.sh
#!/bin/bash
# OpenROAD 26Q1-2900-gdf79404cd8, Yosys 0.63+post, stock flow scripts
make -C /OpenROAD-flow-scripts/flow DESIGN_CONFIG=/design/flow/config.mk WORK_HOME=/design/flow/orfs finish
$ cat flow/config.mk
export PLATFORM = sky130hd
export DESIGN_NAME = j11mem
export DESIGN_NICKNAME = j11mem
export VERILOG_FILES = /design/flow/design.v
export SDC_FILE = /design/flow/constraint.sdc
export NUM_CORES = 4
export LEC_CHECK = 1
export CORE_UTILIZATION = 40
$ cat flow/constraint.sdc
current_design j11mem

set clk_period 23.1
set clk_io_pct 0.2

create_clock -name clk0 -period $clk_period [get_ports {clk}]

set non_clock_inputs [all_inputs -no_clocks]
set_input_delay [expr $clk_period * $clk_io_pct] -clock clk0 $non_clock_inputs
set_output_delay [expr $clk_period * $clk_io_pct] -clock clk0 [all_outputs]
==> impl_metrics.yaml <==
# generated from flow reports
run_status:
  status: "finished clean"
final_layout:
  fill_cells: 7787
  mostFrequentLayoutCells: "817 x edfxtp_1, 415 x mux4_2, 286 x clkdlybuf4s50_1, 114 x nor2_1, 88 x clkbuf_16"
  fin_area_mm2: 0.04577
  regArea_mm2: 0.02500
  layout-drive-gt1-share: 0.3045
  utilization: 0.4740
  logic_area_mm2: 0.01298
  layout_top_cell: "edfxtp_1"
  area_growth_pct: 17.45
cts:
  ctsResizeCount: 0
  cts_root_buffer: "clkbuf_16"
  htree_num_levels: 3
  clkSinkCount: 839
  post-cts-setup-buffers: 0
  path_clk_slew_ns: 0.06
  insertion_delay_ns: 0.65
  clockBufferDepth: 3
  cts_tree: "yes"
  cts_hold_buffers: 0
  cts-buffers-inserted: 87
sta:
  clock_skew_ns: 0.03164
  tightest_slew_ns: 0.8436
  rsz0062_at_grt: "false"
  slew_headroom: 0.4332
  slew_violations: 0
  post-route-min-period_ns: 7.547
  setup_viol: 0
  finalHoldViolCount: 0
  min_period_over_period: 0.3267
  fmax_ghz: 0.1325
  setup_tns_ns: 0
logic_synthesis:
  numSynthFlops: 839
  synthesis.instances: 2007
  ys_dominant_reg_cell: "edfxtp_1"
  yosysWarnings: 1
  ys_cells: 2007
  syn-cell-area_mm2: 0.03897
  synth_seq_share: 0.6409
  ys_area_mm2: 0.03897
  edf_count: 817
  synth_cell_type_count: 67
  async_flop_share: 0
  syn_area_per_cell_um2: 19.42
placed_design:
  hpwl_um: 65660
  gp_congestion: 0.9051
  io_buffers: 286
  placed_area_mm2: 0.04315
pwr:
  seq_power_share: 0.402
  pwr_density_cell_mw_per_mm2: 110.0
  switching_share: 0.3147
  clkPwrFrac: 0.261
  p_switching_uw: 1585
  irDropWorstVdd_v: 0.00007717
  p_int_uw: 3450
  leakagePower_uw: 0.01444
  pwr-share-comb: 0.337
critical_path:
  path_cells: "buf_12 > buf_4 > mux4_2 > mux4_2 > mux2_2 > ha_1 > fa_1 > a211oi_1 > o21ai_0 > a221oi_1 > nor2_1 > nand4_1 > xnor2_1 > a21oi_1 > nor4_4 > nand4_1 > nor3_1"
  crit_slowest_cell: "nor3_1"
  critPathTopFamily: "simple AND/OR/NAND/NOR gates"
  crit_path_start_kind: "flip-flop"
  worstSetupPathType: "flip-flop to flip-flop"
  critical_path_depth: 17
  cp_data_required_time_ns: 23.37
  critPathMaxFanout: 55
  cp-end-kind: "flip-flop"
  cp_slowest_stage_delay_ns: 0.85
  arrival_ns: 7.82
  ff2ff_path_depth: 17
  crit_buf_inv: 2
drt:
  routedWlPerCell_um: 28.84
  initialDrtViolationCount: 1158
  avgViaCountPerCell: 5.850
  postRouteWirelength_um: 104300
  ant_nets: 0
  drt_pass1_iterations: 5
  drcViolationCount: 0
  vias: 21149
global_routing:
  grt_pass1_vias: 23614
  grt_max_degree: 89
  antenna_found_initial: 1
  overflow: 0
  grt_use_total: 0.2349
  grt_pass1_wl_um: 152800
floorplan:
  dieHeight_um: 314.1
  io-pin-count: 287
  chipArea_mm2: 0.09867
  die_w_um: 314.1
  core-area_mm2: 0.09657
  rows: 114
  initCoreUtil: 0.4035
run:
  maxCapViolCount: 0
  warnings: 28
min_path:
  hold_path.class: "flip-flop to flip-flop"
  holdPathStages: 0
[sequential cells by signal, summed over array words and instances (netlist names), 6 cells and up, named ones only]
signal,cells
dmemaddr,22
mapaddr,6
maprdata,16
memrdata,16
rldmardata,16
uniaddr,22
unibase,672
unirdata,16
uniwdata,16
[power by group through the flow]
stage     Clock, uW  Combinational, uW  Sequential (uW)
6_report       1320               1700             2020
4_1_cts        1340               1710             2030
5_1_grt        1400               1840             2040
[path summary, 6_finish.rpt]
path	from	end	slack (ns)
worst max-delay path	flip-flop	mapaddr[2]	15.55
worst min-delay path	mapreq	mapack	0.40
worst max register to register	flip-flop	mapaddr[2]	15.55
worst min register to register	mapreq	mapack	0.40
[metal layers]
layer | global-route usage | up-vias | part of all wire
met5 | 0.02901 | - | 0.0034
met4 | 0.03869 | 10 | 0.020
met3 | 0.1664 | 140 | 0.16
met2 | 0.3544 | 1329 | 0.49
met1 | 0.2886 | 10706 | 0.33
li1 | - | 8964 | -
[synthesized netlist by cell type, types with 4 or more instances]
master | n | share of area
dfxtp_1 | 22 | 0.011
mux4_2 | 415 | 0.24
or3b_2 | 4 | 0.00090
mux2i_1 | 25 | 0.0064
o21ai_0 | 28 | 0.0036
mux2_2 | 50 | 0.014
a22oi_1 | 18 | 0.0035
buf_2 | 10 | 0.0013
or2_2 | 5 | 0.00080
inv_1 | 13 | 0.0013
nor4_1 | 5 | 0.00080
a21oi_1 | 45 | 0.0058
nand3_1 | 10 | 0.0013
nor3_1 | 13 | 0.0017
xnor2_1 | 5 | 0.0011
and3_1 | 4 | 0.00064
and2_1 | 10 | 0.0016
nor2_1 | 131 | 0.013
a21o_1 | 4 | 0.00077
nand2_1 | 63 | 0.0061
clkbuf_1 | 87 | 0.0084
nand4_1 | 6 | 0.00096
o22ai_1 | 12 | 0.0019
or3_1 | 6 | 0.00096
nand3b_1 | 8 | 0.0015
buf_1 | 27 | 0.0026
mux2_1 | 6 | 0.0017
ha_1 | 16 | 0.0051
xor2_1 | 7 | 0.0016
buf_4 | 56 | 0.011
edfxtp_1 | 817 | 0.63
a211oi_1 | 4 | 0.00077
o31ai_1 | 5 | 0.00096
nor2b_1 | 16 | 0.0026
[cells by family after synthesis]
| logic type | count (synthesis) | synth area share |
|---|---|---|
| and+or+nand+nor | 295 | 0.03612 |
| xor gates and xnor gates | 12 | 0.002697 |
| adders and majority gates | 17 | 0.005651 |
| DFF | 839 | 0.6409 |
| AOI/OAI and AO/OA | 144 | 0.02321 |
| buffers and inverters | 201 | 0.02748 |
| muxes | 499 | 0.2640 |
[per-stage QoR]
stage	total power, uW	setup slack [ns]	hold slack, ns	instances
global route	5277	15.11	0.4109	3614
global placement	3749	15.22	0.4005	3465
finish	5035	15.55	0.3962	3615
floorplan	3133	14.96	0.3551	2007
CTS	5080	15.53	0.4072	3614
detailed placement	3762	15.18	0.3999	3465
[worst register-to-register path, delay by kind of cell (launching register included)]
family	cells	cell delay, ns
compound gates	4	1.12
xor+xnor	1	0.14
fa+ha+maj	2	0.70
buf+inv	2	1.15
flops	1	0.62
mux	3	1.48
simple gates	5	1.99
[cell type report]
type | instances | share of cell area
flip-flops and latches | 839 | 0.5462
multi-input cells | 967 | 0.2835
repair buffers | 370 | 0.07715
clock buffers | 106 | 0.05003
well taps | 1276 | 0.03488
clock inverters | 43 | 0.007053
inverters | 13 | 0.001066
diodes | 1 | 0.00005468
No activity file was given, so power comes from the tool's default toggle rates.
