<file path="/design/flow/config.mk">
export PLATFORM = sky130hd
export DESIGN_NAME = axi3
export DESIGN_NICKNAME = axi3
export VERILOG_FILES = /design/flow/design.v
export SDC_FILE = /design/flow/constraint.sdc
export NUM_CORES = 4
export LEC_CHECK = 1
export CORE_UTILIZATION = 30
</file>
<file path="/design/flow/constraint.sdc">
current_design axi3

set clk_period 13.8
set clk_io_pct 0.2

create_clock -name clk0 -period $clk_period [get_ports {clk}]

set non_clock_inputs [all_inputs -no_clocks]
set_input_delay [expr $clk_period * $clk_io_pct] -clock clk0 $non_clock_inputs
set_output_delay [expr $clk_period * $clk_io_pct] -clock clk0 [all_outputs]
</file>
<file path="/design/flow/design.v">
`default_nettype none
module axi3 #(
	parameter TIMEOUT = 1048575
) (
	input wire clk,
	input wire rstn,
	output wire axiaclk,
	input wire axiarvalid,
	output reg axiarready,
	input wire [31:0] axiaraddr,
	input wire [1:0] axiarburst, axiarlock,
	input wire [2:0] axiarsize, axiarprot,
	input wire [3:0] axiarlen, axiarcache,
	input wire [12-1:0] axiarid,
	output reg axirvalid,
	input wire axirready,
	output reg [31:0] axirdata,
	output reg [12-1:0] axirid,
	output reg [1:0] axirresp,
	output reg axirlast,
	input wire axiawvalid,
	output reg axiawready,
	input wire [31:0] axiawaddr,
	input wire [1:0] axiawburst, axiawlock,
	input wire [2:0] axiawsize, axiawprot,
	input wire [3:0] axiawlen, axiawcache,
	input wire [12-1:0] axiawid,
	input wire axiwvalid,
	output reg axiwready,
	input wire [31:0] axiwdata,
	input wire [3:0] axiwstrb,
	input wire [12-1:0] axiwid,
	input wire axiwlast,
	output reg axibvalid,
	input wire axibready,
	output reg [1:0] axibresp,
	output reg [12-1:0] axibid,
	output reg [31:0] outaddr,
	input wire [31:0] outrdata,
	output reg [31:0] outwdata,
	output reg outwr,
	output reg outreq,
	input wire outack,
	input wire outerr,
	output reg [3:0] outwstrb
);
	localparam OKAY = 0;
	localparam SLVERR = 2;
	localparam DECERR = 3;
	localparam INCR = 1;
	reg [2:0] state;
	localparam IDLE = 0;
	localparam READOUT = 1;
	localparam READREPLY = 2;
	localparam WAITWRDATA = 3;
	localparam WRITEOUT = 4;
	localparam WRRESP = 5;
	reg rpend;
	reg [31:0] axiawaddr0, axiaraddr0;
	reg [1:0] axiawburst0, axiarburst0;
	reg [1:0] axiawsize0, axiarsize0;
	reg [3:0] axiawlen0, axiarlen0;
	reg [31:0] timer;
	assign axiaclk = clk;
	function [31:0] nextaddr(input [31:0] addr, input [1:0] axiburst, input [1:0] size);
		case(axiburst)
		default: nextaddr = addr;
		INCR: nextaddr = addr + (1<<size);
		endcase
	endfunction
	initial begin
		state = IDLE;
		axiarready = 1'b1;
		axiawready = 1'b1;
		axirvalid = 1'b0;
		axibvalid = 1'b0;
		axiwready = 1'b0;
		outreq = 1'b0;
	end
	always @(posedge clk or negedge rstn)
		if(!rstn) begin
			state <= IDLE;
			rpend <= 0;
			timer <= 32'bx;
			axiarready <= 1'b1;
			axirvalid <= 1'b0;
			axirdata <= 32'bx;
			axirid <= {12{1'bx}};
			axirresp <= 2'bx;
			axirlast <= 1'bx;
			axiawready <= 1'b1;
			axiwready <= 1'b0;
			axibvalid <= 1'b0;
			axibresp <= 2'bx;
			axibid <= {12{1'bx}};
			outaddr <= 32'bx;
			outwdata <= 32'bx;
			outwr <= 1'bx;
			outreq <= 1'b0;
			outwstrb <= 4'bx;
			axiaraddr0 <= 32'bx;
			axiarburst0 <= 2'bx;
			axiarlen0 <= 4'bx;
			axiawaddr0 <= 32'bx;
			axiawburst0 <= 2'bx;
			axiawlen0 <= 4'bx;
		end else begin
			outreq <= 0;
			case(state)
			IDLE: begin
				if(axiarvalid || axiawvalid) begin
					axiarready <= 0;
					axiawready <= 0;
				end
				if(axiarvalid) begin
					axiarburst0 <= axiarburst;
					axiarlen0 <= axiarlen;
					axiarsize0 <= axiarsize;
					axirid <= axiarid;
					if(axiawvalid) begin
						axiaraddr0 <= axiaraddr;
						rpend <= 1'b1;
					end else begin
						axiaraddr0 <= nextaddr(axiaraddr, axiarburst, axiarsize);
						outreq <= 1;
						outaddr <= axiaraddr;
						outwr <= 0;
						state <= READOUT;
						timer <= TIMEOUT;
					end
				end
				if(axiawvalid) begin
					axibresp <= OKAY;
					axiawaddr0 <= axiawaddr;
					axiawburst0 <= axiawburst;
					axiawlen0 <= axiawlen;
					axiawsize0 <= axiawsize;
					axiwready <= 1;
					axibid <= axiawid;
					state <= WAITWRDATA;
				end
			end
			READOUT: begin
				timer <= timer - 1;
				if(outack || timer == 0) begin
					axirvalid <= 1;
					axirdata <= outrdata;
					axirresp <= !outack ? DECERR : outerr ? SLVERR : OKAY;
					axirlast <= axiarlen0 == 0;
					state <= READREPLY;
				end
			end
			READREPLY:
				if(axirready) begin
					axirvalid <= 0;
					if(axirlast) begin
						state <= IDLE;
						axiarready <= 1'b1;
						axiawready <= 1'b1;
					end else begin
						state <= READOUT;
						outreq <= 1;
						outaddr <= axiaraddr0;
						axiaraddr0 <= nextaddr(axiaraddr0, axiarburst0, axiarsize0);
						axiarlen0 <= axiarlen0 - 1;
						timer <= TIMEOUT;
					end
				end
			WAITWRDATA:
				if(axiwvalid) begin
					axiwready <= 0;
					outreq <= 1;
					outaddr <= axiawaddr0;
					outwr <= 1;
					outwdata <= axiwdata;
					outwstrb <= axiwstrb;
					state <= WRITEOUT;
					axiawaddr0 <= nextaddr(axiawaddr0, axiawburst0, axiawsize0);
					timer <= TIMEOUT;
				end
			WRITEOUT: begin
				timer <= timer - 1;
				if(outack || timer == 0) begin
					if(axiwlast) begin
						axibvalid <= 1;
						state <= WRRESP;
					end else begin
						axiwready <= 1;
						state <= WAITWRDATA;
					end
					if(!outack)
						axibresp <= DECERR;
					else if(outerr)
						axibresp <= SLVERR;
				end
			end
			WRRESP:
				if(axibready) begin
					axibvalid <= 0;
					if(rpend) begin
						rpend <= 0;
						state <= READOUT;
						outreq <= 1;
						outaddr <= axiaraddr0;
						outwr <= 0;
						timer <= TIMEOUT;
					end else begin
						state <= IDLE;
						axiarready <= 1'b1;
						axiawready <= 1'b1;
					end
				end
			endcase
		end
endmodule
</file>
<file path="/design/flow/run.sh">
#!/bin/bash
# OpenROAD 26Q1-2900-gdf79404cd8, Yosys 0.63+post, stock flow scripts
make -C /OpenROAD-flow-scripts/flow DESIGN_CONFIG=/design/flow/config.mk WORK_HOME=/design/flow/orfs finish
</file>
==> results.sh <==
# yosys + openroad results
export IMPL_status="completed"
export IMPL_maxCapViolCount=0
export IMPL_die_x_um=213.2
export IMPL_path_max_fanout=2
export IMPL_ant_nets=0
export IMPL_core_area_um2=43550
export IMPL_p_per_area_nw_per_um2=214.8
export IMPL_timing_rr_end="axiaraddr0[12]$_DFFE_PN0P_"
export IMPL_setup_violations=0
export IMPL_routedWlPerCell_um=20.00
export IMPL_fin_worst_skew_ns=0.009271
export IMPL_slowest_delay_ns=0.40
export IMPL_regToRegStartpoint="state[2]$_DFFE_PN0P_"
export IMPL_holdWs_ns=0.4709
export IMPL_drive_gt1_share_pct=10.40
export IMPL_gp_congestion=0.9158
export IMPL_cts_repair_resized=0
export IMPL_antenna_found_initial=5
export IMPL_slew_headroom_pct=47.34
export IMPL_wirelength_um=46550
export IMPL_port_buffers=314
export IMPL_insertion_delay_ns=0.69
export IMPL_drtIter0Drc=799
export IMPL_grt_start_max_net_pins=70
export IMPL_drtPass1Iterations=5
export IMPL_tightest_slew_ns=0.7899
export IMPL_initCoreUtil_pct=30.71
export IMPL_wl_met3_um=4446
export IMPL_syn_area_per_cell_um2=9.380
export IMPL_reg2reg_slack_ns=8.99
export IMPL_groute_usage_overall_pct=20.95
export IMPL_r2r_cells=12
export IMPL_rsz0062_at_grt="no"
export IMPL_warnings=64
export IMPL_ys_chip_area_um2=13380
export IMPL_endpoint_kind="output port"
export IMPL_clk_pin_slew_ns=0.05
export IMPL_yosysSeqAreaShare_pct=46.37
export IMPL_grt_pass1_wl_um=70640
export IMPL_fp_dieH_um=213.2
export IMPL_synth_area_um2=13380
export IMPL_cp_common_cell="clkbuf_16"
export IMPL_worstPathArrival_ns=7.55
export IMPL_synthCells=1426
export IMPL_drc=0
export IMPL_area_growth_synth_to_final_pct=35.88
export IMPL_ys_flop_type="dfrtp_1"
export IMPL_routed_via_density=5.346
export IMPL_hold_depth=2
export IMPL_dieArea_um2=45430
export IMPL_finalSetupTns_ns=0
export IMPL_crit_chain="clkbuf_16 > clkbuf_16 > clkdlybuf4s50_1"
export IMPL_ctsHoldBuffers=0
export IMPL_place_hpwl_um=33230
export IMPL_wl_met1_um=19920
export IMPL_finalHoldViolCount=0
export IMPL_critPathKind="clock port to output port"
export IMPL_critPathSlowestCell="clkdlybuf4s50_1"
export IMPL_hp_class="flip-flop to flip-flop"
export IMPL_min_from="axiarburst0[0]$_DFFE_PN0P_"
export IMPL_ys_ff=247
export IMPL_async_flop_share_pct=98.38
export IMPL_cts_tree="yes"
export IMPL_grt_remaining_overflow=0
export IMPL_worst_hold_path_endpoint="axiarburst0[0]$_DFFE_PN0P_"
export IMPL_yosysWarnings=1
export IMPL_edf_count=4
export IMPL_cts_setup_buffers=0
export IMPL_ys_cells=1426
export IMPL_ys_types=98
export IMPL_slew_viol_final=0
export IMPL_vdd_ir_drop_max_v=0.0001374
export IMPL_grt_pass1_vias=12073
export IMPL_rows=76
export IMPL_vias=12441
export IMPL_p_leak_nw=7.083
export IMPL_wl_met2_um=20610
export IMPL_ioPinCount=351
export IMPL_top_layer_used="met5"
export IMPL_required_ns=11.04
export IMPL_cp_start_kind="clock port"
## state kept, by name, indices dropped and copies added, names as in the netlist, 2 cells and up
name         count
outwstrb         4
axiawaddr0      32
axirresp         2
outwdata        32
axiawburst0      2
axiarlen0        4
axiawsize0       2
axiarburst0      2
axibresp         2
axirdata        32
outaddr         32
axibid          12
axirid          12
state            3
axiarsize0       2
axiaraddr0      32
timer           32
## kinds of logic after synthesis
family                   Yosys count  share of synthesized area, %
adder cells (fa/ha/maj)           14                         1.310
XOR/XNOR                          49                         3.209
AND/OR/NAND/NOR                  587                         21.09
buffers and inverters            106                         3.545
multiplexers                      72                         6.024
flip-flops                       247                         46.37
AND-OR/OR-AND                    351                         18.46
## placed cells by master, fill, tap and decap left out, types with 6 or more instances in the layout
| cell type | Yosys | final |
|---|---|---|
| and3_1 | 22 | 21 |
| o22ai_1 | 13 | 13 |
| clkbuf_16 | 0 | 35 |
| nand4_1 | 17 | 17 |
| nand2_1 | 228 | 228 |
| a21oi_1 | 65 | 64 |
| inv_1 | 24 | 24 |
| o31ai_1 | 11 | 11 |
| clkbuf_1 | 58 | 7 |
| a22oi_1 | 27 | 27 |
| nor4_1 | 9 | 9 |
| a221o_1 | 6 | 6 |
| or4_1 | 12 | 12 |
| a31oi_1 | 60 | 60 |
| mux2_1 | 11 | 11 |
| a41oi_1 | 6 | 6 |
| and2_1 | 7 | 7 |
| nor3_1 | 38 | 38 |
| mux2_2 | 57 | 57 |
| dfrtp_1 | 242 | 242 |
| xor2_1 | 21 | 21 |
| clkbuf_8 | 0 | 6 |
| nor2_1 | 135 | 132 |
| nand2b_1 | 8 | 8 |
| xnor2_1 | 28 | 28 |
| clkdlybuf4s50_1 | 0 | 313 |
| o21ai_0 | 47 | 47 |
| o21ai_1 | 12 | 12 |
| a211oi_1 | 12 | 11 |
| o31a_1 | 7 | 7 |
| a2bb2oi_1 | 13 | 13 |
| ha_1 | 14 | 14 |
| buf_4 | 3 | 25 |
| or3_1 | 16 | 16 |
| nand3_1 | 49 | 49 |
| nor2b_1 | 6 | 6 |
| nor4_2 | 7 | 7 |
| o211ai_1 | 15 | 15 |
## where the power goes
group | internal [mW] | switching [mW]
registers | 1.04 | 0.288
logic | 0.852 | 0.870
clock network | 0.516 | 0.333
total | 2.41 | 1.49
## stage by stage
step	utilization, %	power (mW)	instance area [um2]	instances	setup WS [ns]
after floorplan	-	2.187	13380	1426	4.042
after global placement	39.24	3.034	17090	2268	3.773
after detailed placement	39.24	3.052	17090	2268	3.773
after CTS	41.73	3.925	18170	2326	3.482
after global routing	41.73	4.174	18170	2326	3.450
final	41.73	3.903	18170	2327	3.493
## metal layers
metal | up-vias | GRT usage [%]
met5 | - | 0
met4 | 8 | 5.739
met3 | 93 | 6.352
met2 | 516 | 30.72
met1 | 6004 | 30.60
li1 | 5820 | -
## how the worst max path moves through the flow
stage     startpoint      end  slack [ns]  cells after the start
4_1_cts          clk  axiaclk        3.48                      3
5_1_grt          clk  axiaclk        3.45                      3
6_report         clk  axiaclk        3.49                      3
## Yosys cell counts (16+ instances only)
cell type | number | share of area (%)
a21oi_1 | 65 | 2.4
a22oi_1 | 27 | 1.5
a31oi_1 | 60 | 2.8
and3_1 | 22 | 1.0
clkbuf_1 | 58 | 1.6
dfrtp_1 | 242 | 45
inv_1 | 24 | 0.67
mux2_2 | 57 | 4.8
nand2_1 | 228 | 6.4
nand3_1 | 49 | 1.8
nand4_1 | 17 | 0.80
nor2_1 | 135 | 3.8
nor3_1 | 38 | 1.4
o21ai_0 | 47 | 1.8
or3_1 | 16 | 0.75
xnor2_1 | 28 | 1.8
xor2_1 | 21 | 1.4
## area by class of cell
type                       instances  area (um2)
sequential                       247        6202
clock inverter                    10       96.34
tap                              585       732.0
timing repair buffer             338        3326
fill                            4217       25380
inverter                          24       90.09
multi-input combinational       1073        6731
antenna                            1       2.502
clock buffer                      49       994.7
## worst max-delay path, delay by kind of cell
kind                   cells  cell delay, ns
buffers and inverters      3            0.65
Power and IR drop assume default switching activity.
